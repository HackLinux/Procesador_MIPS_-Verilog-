`/design/flow/run.sh`:
```
#!/bin/bash
# OpenROAD 26Q1-2900-gdf79404cd8, Yosys 0.63+post, stock flow scripts
make -C /OpenROAD-flow-scripts/flow DESIGN_CONFIG=/design/flow/config.mk WORK_HOME=/design/flow/orfs finish
```
`/design/flow/config.mk`:
```
export PLATFORM = sky130hd
export DESIGN_NAME = RegisterArray
export DESIGN_NICKNAME = RegisterArray
export VERILOG_FILES = /design/flow/design.v
export SDC_FILE = /design/flow/constraint.sdc
export NUM_CORES = 4
export LEC_CHECK = 1
export CORE_UTILIZATION = 40
```
`/design/flow/constraint.sdc`:
```
current_design RegisterArray

set clk_period 5.1
set clk_io_pct 0.2

create_clock -name clk0 -period $clk_period [get_ports {clk}]

set non_clock_inputs [all_inputs -no_clocks]
set_input_delay [expr $clk_period * $clk_io_pct] -clock clk0 $non_clock_inputs
set_output_delay [expr $clk_period * $clk_io_pct] -clock clk0 [all_outputs]
```
`/design/flow/design.v`:
```
`timescale 1ns / 1ps
module RegisterArray( w_addr, w_data, r_addr_1, r_data_1, r_addr_2, r_data_2, w_r, clk);
	input [4:0] w_addr;
	input [4:0] r_addr_1;
	input [4:0] r_addr_2;
	input [31:0] w_data;
	input w_r;
	input clk;
	output [31:0] r_data_1;
	output [31:0] r_data_2;
	reg [31:0] RegCell [0:31];
	always @(posedge clk)
	begin
	if (w_r == 1) RegCell[w_addr] = w_data;
	end
	assign r_data_1 = RegCell[r_addr_1];
	assign r_data_2 = RegCell[r_addr_2];
endmodule
```
==> run_results.csv <==
group,metric,value,unit
finish,n_fill_cell,10300,
global_route,grt_overflow_total,0,
worst_setup_path,worstSetupPathType,"in2out",
timing,finalSetupTns,0,ps
worst_setup_path,arrival,3780,ps
worst_setup_path,slowest_stage,"clkdlybuf4s50_1",
clock_network,cts_resized,0,
timing,finalSetupViolations,0,
min_path,hold_path_class,"in2reg",
clock_network,cts_buffers,106,
timing,rsz0062_at_grt,"no",
logic_synthesis,ys.flops,1024,
worst_setup_path,crit_buf_inv,4,
clock_network,clk_pin_slew,60,ps
logic_synthesis,ys_chip_area,48800,sq um
run,drv_cap,0,
routing,drt_iter0_markers,1958,
logic_synthesis,ys_seq_share,63.0,%
routing,via_count,30900,
worst_setup_path,crit_family,"buffers and inverters",
timing,period_used_share,94.2,%
timing,setup_ws,298,ps
timing,finalHoldViolCount,0,
routing,first_pass_iters,7,
logic_synthesis,syn-cell-area,48800,sq um
pwr,pwr-share-comb,9.6,%
clock_network,clock_path_buffers,3,
floorplanning,core,120000,sq um
min_path,hold-path-cell-count,2,
global_route,grt.total_usage,26.0,%
worst_setup_path,max_stage_delay,700,ps
pwr,switchingPower,4.31,mW
routing,drc,0,
logic_synthesis,synthCells,3386,
floorplanning,ios,113,
min_path,min_from,"w_data[6]",
pwr,seq_power_share,50.5,%
worst_setup_path,crit_path_frequent_cell,"clkdlybuf4s50_1",
clock_network,post_cts_buffers,0,
floorplanning,fp-utilization,40.5,%
finish,largest_register_ffs,1024,
run,tool_warnings,26,
finish,fin_util,46.7,%
logic_synthesis,synth_cell_types,23,
clock_network,cts_max_level,3,
finish,drive_above_1_share,10.7,%
pwr,p_per_area,331,nW/um^2
pwr,power.internal,14.3,mW
routing,ant_nets,0,
global_route,grt_max_degree,89,
finish,syn_to_final_growth,15.2,%
clock_network,root_buffer,"clkbuf_16",
logic_synthesis,ys_cells,3386,
clock_network,tritoncts,"built",
placement,pre_cts_slack,285,ps
clock_network,cts_hold_buf,0,
worst_setup_path,crit_required,4080,ps
logic_synthesis,synth_warnings,1,
worst_setup_path,critical_path.cell_chain,"clkdlybuf4s50_1, nor2b_4, buf_12, buf_4, a22o_1, nor3_1, a31oi_1, nand3_1, clkdlybuf4s50_1",
floorplanning,die_h,351,microns
routing,routedWlPerCell,28.6,microns
pwr,p_leak,20.6,nW
floorplanning,core.rowCount,127,
pwr,clkPwrFrac,39.8,%
floorplanning,chipArea,123000,sq um
min_path,hold_end,"RegCell[3][6]",
global_route,antenna_found_initial,4,
run_status,status,"finished clean",
worst_setup_path,cp-start-kind,"input port",
routing,drt-total-wl,150000,microns
routing,viasPerCell,5.89,
pwr,ir_drop,276,uV
placement,gp_routability_congestion,0.869,
placement,dp_hpwl,86200,microns
timing,max_slew.worst_pin.slew,980,ps
worst_setup_path,crit_fanout,39,
logic_synthesis,postSynthAreaPerCell,14.4,sq um
pwr,power,18.6,mW
pwr,switching_share,23.1,%
global_route,grt_pass1_wl,214000,microns
placement,place.port_buffers,112,
floorplanning,die_w,351,microns
timing,whs,1160,ps
timing,period_needed,4800,ps
timing,clock.fmax,208,MHz
global_route,grt_pass1_vias,31500,
clock_network,clock_sinks,1024,
timing,maxSlewViolCount,0,
worst_setup_path,critPathCaptureType,"output port",
timing,relSlewSlack,34.5,%
[cell usage after synthesis (all sizes together)]
library cell / count / share of area (%)
a21oi: 192 / 2.0
a22o: 128 / 2.3
a22oi: 192 / 3.0
a31oi: 64 / 0.82
and2: 2 / 0.026
buf: 163 / 2.5
clkbuf: 90 / 0.72
edfxtp: 1024 / 63
mux2i: 1024 / 21
nand2: 195 / 1.5
nand2b: 4 / 0.051
nand3: 194 / 2.0
nand3b: 5 / 0.077
nor2: 35 / 0.27
nor2b: 4 / 0.051
nor3: 64 / 0.66
or2: 2 / 0.026
or3: 1 / 0.013
or3b: 3 / 0.054
[final cells by class]
cell class,count,area (sq um),area share [%]
timing repair buffer,300,3370,5.99
clock buffer,129,2760,4.91
sequential,1024,30700,54.7
multi-input combinational,2109,16800,29.9
tap,1612,2020,3.59
clock inverter,63,515,0.917
antenna,1,2.50,0.00445
[power groups by stage]
| stage | registers, mW | clock network, mW | logic [mW] |
|---|---|---|---|
| 5_1_grt | 9.41 | 7.83 | 1.90 |
| 4_1_cts | 9.40 | 7.51 | 1.79 |
| 6_report | 9.40 | 7.41 | 1.79 |
[per-layer routing]
layer  track usage, %  vias up  wire length (microns)
li1                 -    13700                      -
met1             33.8    15300                  54900
met2             39.4     1563                  70300
met3             13.9      325                  18900
met4             7.36       12                   5410
met5            0.392        -                    114
[layout by cell type (no fill, tap or decap), types with 3 or more instances in the layout]
cell	instances
inv_6	3
nor3_1	64
buf_4	122
nand2_1	193
clkbuf_1	22
bufinv_16	8
nand3b_1	5
nor2b_4	4
nor2_4	34
edfxtp_1	1024
clkinv_1	24
a21oi_1	192
clkdlybuf4s50_1	110
nand2b_2	4
a22o_1	128
a22oi_1	192
clkbuf_16	107
nand3_1	194
or3b_2	3
mux2i_1	1024
clkinvlp_4	6
a31oi_1	64
clkinv_2	21
buf_12	66
[logic make-up after synthesis]
logic type	share of synthesized area [%]
compound gates	8.04
simple gates	4.71
buf+inv	3.21
mux	21.0
flops	63.0
[metrics by stage]
step	cell area [sq um]	instances
after CTS	56200	5237
after global routing	56200	5237
after detailed placement	52900	5045
after global placement	52900	5045
final	56200	5238
after floorplan	48800	3386
[worst max path at each step]
stage      startpoint            to  slack, ps  cells after the start
4_1_cts   r_addr_2[2]  r_data_2[16]        280                      9
5_1_grt   r_addr_2[2]  r_data_2[16]        200                      9
6_report  r_addr_2[2]  r_data_2[16]        300                      9
Power is estimated from default activity; no workload was simulated.
