**flow/constraint.sdc**
```tcl
current_design Mux_4_Channel

set clk_period 1.5
set clk_io_pct 0.2

create_clock -name clk0 -period $clk_period

set non_clock_inputs [all_inputs -no_clocks]
set_input_delay [expr $clk_period * $clk_io_pct] -clock clk0 $non_clock_inputs
set_output_delay [expr $clk_period * $clk_io_pct] -clock clk0 [all_outputs]
```
**flow/config.mk**
```make
export PLATFORM = sky130hd
export DESIGN_NAME = Mux_4_Channel
export DESIGN_NICKNAME = Mux_4_Channel
export VERILOG_FILES = /design/flow/design.v
export SDC_FILE = /design/flow/constraint.sdc
export NUM_CORES = 4
export LEC_CHECK = 1
export CORE_AREA = 10 10 76 76
export DIE_AREA = 0 0 86 86
```
**flow/design.v**
```verilog
`timescale 1ns / 1ps
module Mux_4_Channel(A,B,C, D, sel, mux_out);
	input [31:0] A, B, C, D;
	input [1:0]sel;
	output reg [31:0] mux_out;
	always @ (sel or A or B)
	begin
	 case( sel ) 
		 2'b00 : mux_out = A;
		 2'b01 : mux_out = B;
		 2'b10 : mux_out = C;
		 2'b11 : mux_out = D;
	 endcase 
	end
endmodule
```
**flow/run.sh**
```bash
#!/bin/bash
# OpenROAD 26Q1-2900-gdf79404cd8, Yosys 0.63+post, stock flow scripts
make -C /OpenROAD-flow-scripts/flow DESIGN_CONFIG=/design/flow/config.mk WORK_HOME=/design/flow/orfs finish
```
==> summary.txt <==
yosys + openroad results -> data required time at the worst endpoint=1.20 ns, cell taking the most area after synthesis=sky130_fd_sc_hd__mux4_2, worst hold endpoint=mux_out[0], chip area=approximately 0.0074 mm^2, vias=1192, Buffers on Ports=approximately 160, Final Non-Filler Cells=~250, crit path max fanout=7, number of rows in the core area=23, number of instances in the placed design=between 200 and 300, time the worst path needs with I/O delays and setup=about 1.5 ns, Lkg Pwr=approximately 1.1 nW, type of the most critical hold path=in -> out, setup repair after global routing missed its margin=yes, number of clock buffer instances in the layout=0, count of nets left with antenna violations after detail routing=0, count of pins over their slew limit=0, Avg Cell Area, Syn=between 20 and 25 um^2, die outline width=~86 um, tally of OpenROAD warnings=34, data arrival at the endpoint of the critical path=about 1.2 ns, top cells by area=sky130_fd_sc_hd__mux4_2, sky130_fd_sc_hd__buf_12, sky130_fd_sc_hd__mux4_1, GP Congestion=between 0.9 and 1, relative max-transition margin=89.3%, HPWL Detailed=around 5300 um, worst slew pin tran=0.161 ns, maximum ir drop on the vdd rail=~98 uV, Core Area=roughly 0.0041 mm^2, routed len/inst=23.5 um, number of global-route vias before repair=between 1k and 1.5k, Yosys warning count=1, ports placed on the boundary=about 160, fraction of post-synthesis cell area in the top cell type by area=82.9%, Pre-Repair DR Iteration Count=4, Cell Chain, Critical Path=clkdlybuf4s15_2 -> buf_4 -> mux4_2 -> buf_2, final setup violating endpoints=0, part of the cycle the worst path needs=98.9%, post-synth area from yosys stat=slightly above 800 um^2, Critical Path Slowest Stage Cell=sky130_fd_sc_hd__mux4_2, number of instances on the worst hold path=3, detailed-route wire length=around 6000 um, largest stage delay on the critical path=around 0.3 ns, count of routing violations after the opening detailed-route iteration=19, number of max-capacitance violations reported=0, number of post-CTS setup repair buffers=0, sequential element share of the synthesized area=0%, Hold Vio Cnt, Final=0, number of instances in the synthesized netlist=39, cell area after synthesis=just over 800 um^2, Critical Setup Path Class=in -> out, areal power density over the cells=around 240 mW/mm^2, total chip power=~0.54 mW, global-route wire length before repair=roughly 8900 um, ratio of cells with drive above 1 in the final layout=a little under two fifths, Sequential cell area=0 um^2, final routed DRC violation total=0, maximum number of pins on one net before global-route repair=8, # diodes=0, crit path capture type=output port, count of flip-flops and latches=0, post-synthesis cell type with the largest instance count=sky130_fd_sc_hd__mux4_2, number of antenna violations at the first check in global routing=0, cell count listed in synth_stat.txt=39, area growth from synthesis to final layout=177%, die height=~86 um, startpoint type of the worst setup path=primary input, achievable clock frequency=0.674 GHz, worst hold path startpoint=C[0], synth unique cells=5, overall global routing resource usage=~16%, Avg Vias per Cell=roughly 4.7, count of hold buffers inserted by post-cts repair=0, Floorplan Utilization=between 15 and 20%, status=complete, no violations, top post-synthesis cells by count=sky130_fd_sc_hd__mux4_2, sky130_fd_sc_hd__buf_12, sky130_fd_sc_hd__buf_2, GRT Residual Overflow=0
-- cell usage in the layout (no fill, tap or decap) --
| cell | Yosys | final |
|---|---|---|
| sky130_fd_sc_hd__buf_6 | 1 | 3 |
| sky130_fd_sc_hd__mux4_2 | 30 | 32 |
| sky130_fd_sc_hd__buf_8 | 0 | 1 |
| sky130_fd_sc_hd__buf_2 | 3 | 31 |
| sky130_fd_sc_hd__buf_12 | 3 | 3 |
| sky130_fd_sc_hd__buf_4 | 0 | 3 |
| sky130_fd_sc_hd__clkdlybuf4s15_2 | 0 | 1 |
| sky130_fd_sc_hd__buf_16 | 0 | 2 |
| sky130_fd_sc_hd__dlygate4sd2_1 | 0 | 128 |
-- power by group --
group,leakage (nW),switching [mW],internal [mW]
Combinational,1.10,0.137,0.405
Clock,0,0,0
Sequential,0,0,0
-- cell type report --
cell class | count | area, um^2
fillers | 418 | 1860
multi-input cells | 32 | 721
well taps | 50 | 62.6
repair buffers | 172 | 1470
-- kinds of logic after synthesis --
| logic type | share of synthesized area, % |
|---|---|
| muxes | 89.4 |
| buffers and inverters | 10.6 |
-- metal layers --
metal	GRT usage, %	vias to the layer above	part of all wire, %
met5	0	-	0
met4	0	0	0.067
met3	5.24	4	10
met2	27.9	89	53
met1	19.4	562	36
li1	-	537	-
-- worst max path at each step --
stage / startpoint / to / slack, ns / depth (start not counted)
final: sel[1] / mux_out[18] / 0.02 / 4
after global routing: sel[1] / mux_out[11] / -0.03 / 4
after CTS: sel[1] / mux_out[30] / 0.0009 / 4
-- critical path, delay by kind of cell --
family | cells | cell delay [ns]
mux | 1 | 0.30
buf+inv | 3 | 0.58
-- repair_timing --
action,in CTS,in global routing
resized,245,0
endpoints found under the setup margin,32,28
gates cloned,4,0
-- per-stage QoR --
step	area, um^2	util, %	TNS [ns]	setup slack [ns]	hold slack, ns
3_3_place_gp	2480	60.2	-18.33	-0.599	1.62
5_1_grt	2260	54.8	-0.352	-0.0282	1.10
2_1_floorplan	815	-	0	0.183	0.686
3_5_place_dp	2480	60.2	-18.40	-0.611	1.61
6_report	2260	54.8	0	0.0165	1.08
4_1_cts	2260	54.8	0	0.000859	1.09
Power is estimated from default activity; no workload was simulated.
