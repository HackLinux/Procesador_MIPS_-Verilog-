==> ./design.v <==
`timescale 1ns / 1ps
module alu_32bit(
  output [31:0] out,
  output cout,g,e,
  input [31:0] A,B,
  input cin,
  input [2:0] S
);
  wire e1,e2,e3,e4;
  wire g1,g2,g3,g4;
  alu_8bit ALU1(out[7:0],cin2,g1,e1,A[7:0],B[7:0],cin,S);
  alu_8bit ALU2(out[15:8],cin3,g2,e2,A[15:8],B[15:8],cin2,S);
  alu_8bit ALU3(out[23:16],cin4,g3,e3,A[23:16],B[23:16],cin3,S);
  alu_8bit ALU4(out[31:24],cout,g4,e4,A[31:24],B[31:24],cin4,S);
  assign g = g4 | (e4 & g3) |(e4 & e3 & g2) | (e4& e3 & e2 & g1);
  assign e = e4 & e3 & e2 & e1;
endmodule
`timescale 1ns / 1ps
module alu_8bit(
  output reg [7:0] out,
  output reg cout,g,e,
  input [7:0] A,B,
  input cin,
  input [2:0] S
);
  parameter BUF_A = 3'b000;
  parameter NOT_A = 3'b001;
  parameter ADD = 3'b010;
  parameter OR = 3'b011;
  parameter AND = 3'b100;
  parameter NOT_B = 3'b101;
  parameter BUF_B = 3'b110;
  parameter LOW = 3'b111;
  always @* 
  begin
    g = A>B;
    e = A==B;
    case(S)
      BUF_A: out = A;
      NOT_A: out = ~A;
      ADD: {cout,out} = A+B+cin;
      OR: out = A | B;
      AND: out = A & B;
      NOT_B: out = ~B;
      BUF_B: out = B;
      LOW: out = {8{1'b0}};
		default out=out;
    endcase
  end
endmodule
==> ./run.sh <==
#!/bin/bash
# OpenROAD 26Q1-2900-gdf79404cd8, Yosys 0.63+post, stock flow scripts
make -C /OpenROAD-flow-scripts/flow DESIGN_CONFIG=/design/flow/config.mk WORK_HOME=/design/flow/orfs finish
==> ./config.mk <==
export PLATFORM = sky130hd
export DESIGN_NAME = alu_32bit
export DESIGN_NICKNAME = alu_32bit
export VERILOG_FILES = /design/flow/design.v
export SDC_FILE = /design/flow/constraint.sdc
export NUM_CORES = 4
export LEC_CHECK = 1
export CORE_UTILIZATION = 50
==> ./constraint.sdc <==
current_design alu_32bit

set clk_period 7.3
set clk_io_pct 0.2

create_clock -name clk0 -period $clk_period

set non_clock_inputs [all_inputs -no_clocks]
set_input_delay [expr $clk_period * $clk_io_pct] -clock clk0 $non_clock_inputs
set_output_delay [expr $clk_period * $clk_io_pct] -clock clk0 [all_outputs]
==> flow_results.xml <==
<?xml version="1.0" encoding="UTF-8"?>
<metrics>
  <group name="synthesis">
    <metric name="synth.cellmix.adderShare" unit="">0.2945</metric>
    <metric name="yosysTopAreaCell" unit="">ha_1</metric>
    <metric name="post_synth_and_or_nand_nor_area_fraction" unit="">0.1806</metric>
    <metric name="syn-mean-instance-area" unit="um^2">7.003</metric>
    <metric name="synth_compound_gate_area_share" unit="">0.3273</metric>
    <metric name="yosys_warnings" unit="">4</metric>
    <metric name="ys_seq_elements" unit="">4</metric>
    <metric name="ys_area" unit="um^2">4622</metric>
    <metric name="netlist.area_leader.share" unit="">0.2599</metric>
    <metric name="synth-xor-area-share" unit="">0.03032</metric>
    <metric name="netlist_area" unit="um^2">4622</metric>
    <metric name="asyncSetResetFlopFracSynth" unit="">0</metric>
    <metric name="ff_type" unit="">dlxtn_1</metric>
    <metric name="netlist_logic_family_top" unit="">AND-OR/OR-AND gates</metric>
    <metric name="area_leaders" unit="">ha_1 26%, a21oi_1 7.1%, inv_1 6.7%</metric>
    <metric name="synth_cells" unit="">660</metric>
    <metric name="synth.distinct_cells" unit="">66</metric>
    <metric name="number_of_flops_mapped_to_enable_cells_by_yosys" unit="">0</metric>
    <metric name="synth.yosys.num_cells" unit="">660</metric>
    <metric name="mux_area_frac" unit="">0.03546</metric>
  </group>
  <group name="worst_hold_path">
    <metric name="timing.hold.worst.start" unit="">S[2]</metric>
    <metric name="worstHoldPathType" unit="">in2out</metric>
    <metric name="hold_depth" unit="">4</metric>
    <metric name="worst_hold_path.endpoint" unit="">out[8]</metric>
  </group>
  <group name="route">
    <metric name="detail_route.wirelength.met1" unit="mm">6.496</metric>
    <metric name="antenna_cells" unit="">0</metric>
    <metric name="routed_length_on_met2" unit="mm">6.462</metric>
    <metric name="drcViolationCount" unit="">0</metric>
    <metric name="highest_layer" unit="">met4</metric>
    <metric name="wire_per_inst" unit="um">16.55</metric>
    <metric name="viasPerCell" unit="">6.060</metric>
    <metric name="routed-wl-met3" unit="um">735</metric>
    <metric name="detail_route.iter0.violations" unit="">245</metric>
    <metric name="first_pass_iters" unit="">16</metric>
    <metric name="routed-via-count" unit="">5078</metric>
    <metric name="postRouteWirelength" unit="mm">13.87</metric>
    <metric name="final_antenna_net_count" unit="">0</metric>
  </group>
  <group name="global_route">
    <metric name="vias_in_the_first_global_route" unit="">4590</metric>
    <metric name="grt_antenna_before_repair" unit="">0</metric>
    <metric name="largest_net_degree_at_the_start_of_global_routing" unit="">52</metric>
    <metric name="overflow" unit="">0</metric>
    <metric name="gr_usage_total" unit="">0.2881</metric>
    <metric name="grt_pass1_wl" unit="mm">22.48</metric>
  </group>
  <group name="critical_path">
    <metric name="worstPathCellList" unit="">clkdlybuf4s50_1 -&gt; fa_1 -&gt; fa_1 -&gt; a21o_1 -&gt; a21oi_1 -&gt; nor2b_1 -&gt; o41ai_1 -&gt; a21oi_1 -&gt; clkdlybuf4s50_1</metric>
    <metric name="data_arrival_time_of_the_critical_path" unit="ns">4.30</metric>
    <metric name="timing.critical_path.fanout_max" unit="">6</metric>
    <metric name="end_kind" unit="">primary output</metric>
    <metric name="cpMaxStageDelayCell" unit="">clkdlybuf4s50_1</metric>
    <metric name="worst_path_largest_cell_delay" unit="ns">0.52</metric>
    <metric name="path_class" unit="">in2out</metric>
    <metric name="timing.critical_path.required" unit="ns">5.84</metric>
    <metric name="critPathLaunchType" unit="">primary input</metric>
    <metric name="worst_path_dominant_cell_family" unit="">buffers and inverters</metric>
    <metric name="critical_path_buf_inv_count" unit="">2</metric>
  </group>
  <group name="timing">
    <metric name="setup-tns-final" unit="ns">0</metric>
    <metric name="worst_slew_pin_slew" unit="ns">0.8819</metric>
    <metric name="finalSetupViolations" unit="">0</metric>
    <metric name="timing.fmax" unit="MHz">173.7</metric>
    <metric name="worst_case_headroom_to_the_max_slew_limit" unit="">0.4114</metric>
    <metric name="hold_slack" unit="ns">3.834</metric>
    <metric name="timing.final.crit_share" unit="">0.7885</metric>
    <metric name="unrepaired_setup_endpoints_after_global_routing" unit="">false</metric>
    <metric name="unclocked_pins" unit="">4</metric>
    <metric name="layout_min_cycle_time" unit="ns">5.756</metric>
    <metric name="report.final.slew_viol_count" unit="">0</metric>
    <metric name="untimed_endpoints" unit="">5</metric>
    <metric name="count_of_endpoints_failing_hold_in_the_final_timing_report" unit="">0</metric>
  </group>
  <group name="placement">
    <metric name="numPlacedInstances" unit="">838</metric>
    <metric name="gp_congestion" unit="">0.9181</metric>
    <metric name="buffer_ports.inserted" unit="">103</metric>
    <metric name="dp.final_hpwl" unit="mm">10.25</metric>
  </group>
  <group name="power">
    <metric name="power.density_cell_area" unit="nW/um^2">69.02</metric>
    <metric name="p_sw_frac" unit="">0.5072</metric>
    <metric name="max-vdd-ir-drop" unit="mV">0.03242</metric>
    <metric name="seq_power_share" unit="">0.013</metric>
    <metric name="switching_power" unit="uW">195.6</metric>
    <metric name="p_comb_frac" unit="">0.987</metric>
    <metric name="internal_power" unit="uW">190.0</metric>
    <metric name="cellLeakagePower" unit="nW">2.515</metric>
    <metric name="clockPowerShare" unit="">0</metric>
  </group>
  <group name="floorplanning">
    <metric name="die-area" unit="um^2">9632</metric>
    <metric name="pin_count" unit="">103</metric>
    <metric name="floorplan.initialDensity" unit="">0.5223</metric>
    <metric name="die_width" unit="um">98.15</metric>
    <metric name="core_area" unit="um^2">8848</metric>
    <metric name="placement_rows" unit="">34</metric>
    <metric name="die-height" unit="um">98.15</metric>
  </group>
  <group name="status">
    <metric name="run_status" unit="">finished clean</metric>
  </group>
  <group name="layout">
    <metric name="synthToLayoutAreaGrowth" unit="%">20.90</metric>
    <metric name="post_route_cells_drive_above_1_share" unit="">0.04384</metric>
    <metric name="post_layout_nonfiller_instances" unit="">838</metric>
    <metric name="filler_cell_count_in_the_final_layout" unit="">804</metric>
  </group>
  <group name="job">
    <metric name="log_warnings" unit="">97</metric>
    <metric name="max_cap_violations" unit="">0</metric>
  </group>
  <group name="clock_network">
    <metric name="post_cts_hold_buffers" unit="">0</metric>
    <metric name="cts_setup_buffers" unit="">0</metric>
    <metric name="quantity_of_gates_resized_following_cts" unit="">0</metric>
  </group>
</metrics>
-- cells in the final DEF (no fill, tap or decap), drive strengths merged, types with 5 or more instances in the layout --
cell type,instances
clkdlybuf4s50,100
ha,96
inv,85
a21oi,66
nor2,49
nand2,47
o21ai,39
a221oi,20
nor3,16
nand3,16
o22ai,15
o211ai,13
mux2i,13
a31oi,11
o221ai,9
buf,9
xnor2,8
xor2,8
nor2b,8
fa,8
nor4,8
or3,6
o21bai,6
o41ai,5
a211oi,5
a21o,5
-- cells in the mapped netlist (all sizes together), types with 6 or more instances --
library cell   n
o21ai         39
nand3         16
a221oi        20
clkbuf         9
fa             8
o221ai         9
inv           85
xnor2          8
nor4           8
mux2i         13
nor3          16
a31oi         11
ha            96
o22ai         15
buf           30
nor2          49
nor2b          8
o211ai        13
nand2         47
o21bai         6
or3            6
xor2           8
a21oi         66
-- registers in the layout (all words and copies together) (netlist names) --
signal     count
ALU3.cout      1
ALU4.cout      1
ALU1.cout      1
ALU2.cout      1
-- cell type report --
type	instances	area, um^2	area share
multi-input cells	532	4013	0.7181
repair buffers	109	1061	0.1899
inverters	85	319.1	0.05710
well taps	108	135.1	0.02418
flip-flops and latches	4	60.06	0.01075
-- worst max-delay path by stage --
stage / startpoint / end / slack (ns) / cells past startpoint
5_1_grt: B[8] / out[14] / 1.38 / 9
4_1_cts: B[8] / out[14] / 1.57 / 9
6_report: B[16] / out[22] / 1.54 / 9
-- routing by layer --
| metal | track usage | vias to the layer above |
|---|---|---|
| li1 | - | 2528 |
| met1 | 0.4174 | 2367 |
| met2 | 0.4892 | 169 |
| met3 | 0.01235 | 14 |
| met4 | 0.04363 | 0 |
| met5 | 0 | - |
-- through the flow --
stage          utilization  power (mW)  setup WS, ns  cell area [um^2]
2_1_floorplan            -      0.2339         2.768              4622
3_3_place_gp        0.6315      0.3780         1.598              5588
3_5_place_dp        0.6315      0.3823         1.586              5588
4_1_cts             0.6315      0.3849         1.570              5588
5_1_grt             0.6315      0.4274         1.381              5588
6_report            0.6315      0.3857         1.544              5588
-- power by group through the flow --
stage         Clock, mW  Combinational (mW)  Sequential [mW]
finish                0               0.380          0.00519
CTS                   0               0.380          0.00520
global route          0               0.422          0.00538
-- cells by family (layout without fill, tap and decap cells) --
family | Yosys count | count (layout)
adders and majority gates | 104 | 104
buffers and inverters | 124 | 194
and+or+nand+nor | 170 | 170
AOI/OAI and AO/OA | 227 | 227
xor gates and xnor gates | 16 | 16
latches | 4 | 4
muxes | 15 | 15
-- worst min-delay path, stage by stage --
cell and delay (ns):
buf_2 0.27, o211ai_1 0.15, o21ai_0 0.08, clkdlybuf4s50_1 0.40
Power figures rest on the tool's default switching activity, not on a simulated workload.
